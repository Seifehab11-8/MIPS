--- flow/constraint.sdc ---
current_design IR_Memory

set clk_period 2.4
set clk_io_pct 0.2

create_clock -name clk0 -period $clk_period

set non_clock_inputs [all_inputs -no_clocks]
set_input_delay [expr $clk_period * $clk_io_pct] -clock clk0 $non_clock_inputs
set_output_delay [expr $clk_period * $clk_io_pct] -clock clk0 [all_outputs]
--- flow/run.sh ---
#!/bin/bash
# OpenROAD 26Q1-2900-gdf79404cd8, Yosys 0.63+post, stock flow scripts
make -C /OpenROAD-flow-scripts/flow DESIGN_CONFIG=/design/flow/config.mk WORK_HOME=/design/flow/orfs finish
--- flow/design.v ---
module IR_Memory #(
    parameter IR_MEM_SIZE = 1000
) (
    input wire [31:0] PC,
    output reg [31:0] instruction
);
    reg [31:0] ir_mem [IR_MEM_SIZE-1:0];
    integer i; 
    initial begin
        ir_mem[0] = 32'h01095820;  
        ir_mem[1] = 32'h01496022;  
        ir_mem[2] = 32'h08000003;  
        ir_mem[3] = 32'h01686820;  
        ir_mem[4] = 32'h018A7020;  
        ir_mem[5] = 32'hAD0E0008;  
        ir_mem[6] = 32'hAD2D000C;  
		ir_mem[7] = 32'h8D2E000C;  
        ir_mem[8] = 32'h8D0D0008;  
		ir_mem[9] = 32'h114EFFF9;  
        for (i = 12; i < IR_MEM_SIZE; i = i + 1) begin
            ir_mem[i] = 32'h00000000;  
        end
    end
    always @(*) begin
        instruction <= ir_mem[PC>>2];
    end
endmodule
--- flow/config.mk ---
export PLATFORM = sky130hd
export DESIGN_NAME = IR_Memory
export DESIGN_NICKNAME = IR_Memory
export VERILOG_FILES = /design/flow/design.v
export SDC_FILE = /design/flow/constraint.sdc
export NUM_CORES = 4
export LEC_CHECK = 1
export CORE_AREA = 10 10 70 70
export DIE_AREA = 0 0 80 80
export SYNTH_MEMORY_MAX_BITS = 65536
==> impl_metrics.prom <==
# HELP chip_impl_metric Physical implementation figures
# TYPE chip_impl_metric gauge
chip_impl_metric{name="detail_route.drc_violations",unit=""} 0
chip_impl_info{name="min_delay_path_class",value="in -> out"} 1
chip_impl_metric{name="ys_area",unit="um2"} 465
chip_impl_metric{name="maxCapViolCount",unit=""} 0
chip_impl_info{name="outcome",value="finished, final reports clean"} 1
chip_impl_metric{name="drive_gt1_frac",unit=""} 0.375
chip_impl_metric{name="netlist_area_pre_place",unit="um2"} 465
chip_impl_info{name="lay_top_cells",value="clkdlybuf4s50_1 (21), buf_4 (19), dlygate4sd2_1 (14)"} 1
chip_impl_metric{name="finalWirelength",unit="mm"} 1.81
chip_impl_info{name="setup_repair_after_global_routing_missed_its_margin",value="yes"} 1
chip_impl_metric{name="vdd.ir_drop.worst",unit="mV"} 0.0261
chip_impl_metric{name="setup_violations",unit=""} 0
chip_impl_metric{name="finish.utilization",unit=""} 0.313
chip_impl_metric{name="num_io_pins",unit=""} 64
chip_impl_metric{name="via_count",unit=""} 590
chip_impl_info{name="synth.largest_area_cell",value="buf_4"} 1
chip_impl_metric{name="port-buffer-count",unit=""} 39
chip_impl_metric{name="synth.avg_cell_area",unit="um2"} 6.95
chip_impl_metric{name="setup_ws",unit="ns"} 0.0681
chip_impl_metric{name="drt_pass1_iterations",unit=""} 2
chip_impl_metric{name="synth.top_cell.area_share",unit=""} 0.242
chip_impl_metric{name="number_of_antenna_violations_at_the_first_check_in_global_routing",unit=""} 0
chip_impl_info{name="critPathLaunchType",value="input pin"} 1
chip_impl_metric{name="global_route_wire_length_before_repair",unit="mm"} 2.85
chip_impl_metric{name="via_per_inst",unit=""} 3.73
chip_impl_metric{name="synth_stat.cells",unit=""} 67
chip_impl_metric{name="hold_viol_final",unit=""} 0
chip_impl_metric{name="openroad.warnings",unit=""} 59
chip_impl_metric{name="postCtsHoldBufs",unit=""} 0
chip_impl_metric{name="clock_buffers",unit=""} 0
chip_impl_metric{name="drtIter0Drc",unit=""} 5
chip_impl_metric{name="ys.warnings.count",unit=""} 1
chip_impl_metric{name="wl_per_cell",unit="um"} 11.4
chip_impl_metric{name="floorplan_stage_core_utilization",unit=""} 0.136
chip_impl_info{name="ys_top_cells_by_area",value="buf_4 (24%), ha_1 (13%), and3_1 (8.1%)"} 1
chip_impl_metric{name="post-dp-hpwl",unit="mm"} 1.56
chip_impl_metric{name="design.seq.count",unit=""} 0
chip_impl_metric{name="chipArea",unit="mm2"} 0.00640
chip_impl_metric{name="std_cell_rows",unit=""} 21
chip_impl_metric{name="track_usage",unit=""} 0.0520
chip_impl_metric{name="postRouteAntennaNets",unit=""} 0
chip_impl_metric{name="maximum_clock_rate",unit="MHz"} 429
chip_impl_info{name="worst_setup_path_end_kind",value="output port"} 1
chip_impl_metric{name="area_delta_synth_final",unit="%"} 130
chip_impl_metric{name="postSynthSeqShare",unit=""} 0
chip_impl_metric{name="cp.required",unit="ns"} 1.92
chip_impl_metric{name="arrival_worst_endpoint",unit="ns"} 1.85
chip_impl_metric{name="die-width",unit="um"} 80
chip_impl_metric{name="core",unit="mm2"} 0.00342
chip_impl_info{name="critPathKind",value="in -> out"} 1
chip_impl_metric{name="netlist_instances",unit=""} 67
chip_impl_metric{name="grt-ovfl-total",unit=""} 0
chip_impl_metric{name="worstPathMaxFanout",unit=""} 6
chip_impl_metric{name="power.total",unit="W"} 0.0000927
chip_impl_metric{name="first_global_vias",unit=""} 593
chip_impl_metric{name="fin_crit_sh",unit=""} 0.972
chip_impl_info{name="layout_top_cell_excl_fill_tap",value="clkdlybuf4s50_1"} 1
chip_impl_metric{name="power_density",unit="mW/mm2"} 86.7
chip_impl_metric{name="final_period_minus_worst_setup_slack",unit="ns"} 2.33
chip_impl_metric{name="grt_max_degree",unit=""} 9
chip_impl_metric{name="power_leakage",unit="nW"} 0.494
chip_impl_metric{name="netlist-cell-type-count",unit=""} 22
chip_impl_metric{name="area.sequential",unit="um2"} 0
chip_impl_metric{name="final_replace_weighted_congestion",unit=""} 0.768
chip_impl_metric{name="post-place-ws",unit="ns"} -0.340
chip_impl_metric{name="final_max_slew_viol_count",unit=""} 0
chip_impl_metric{name="n_antenna_cell",unit=""} 0
chip_impl_metric{name="final_tns_setup",unit="ns"} 0
chip_impl_metric{name="die-height",unit="um"} 80
area by class of cell:
type | count | area [um2]
Multi-Input combinational cell | 50 | 462
Tap cell | 46 | 57.6
Fill cell | 366 | 2350
Inverter | 2 | 7.51
Timing Repair Buffer | 60 | 543
routing by layer:
layer	track usage	vias to the layer above	part of all wire	routed length (um)
li1	-	301	-	-
met1	0.0633	266	0.40	727
met2	0.0883	23	0.47	845
met4	0	0	0	0
met5	0	-	0	0
met3	0.0216	0	0.13	235
synth_stat cells, drive strengths merged:
master and count:
nand2b 5, nor4b 1, ha 5, and3 6
nor2 8, nor2b 1, mux2 1, conb 1
nand3 1, nand2 1, mux2i 2, nor3b 1
a21oi 6, a211oi 1, buf 17, a2111oi 1
nor3 5, inv 2, a2bb2oi 1, and2b 1
metrics by stage:
step	cells	hold WS [ns]	cell area, um2
finish	158	1.61	1070
floorplan	69	0.991	473
detailed placement	156	2.10	935
global placement	156	2.09	935
global route	158	1.65	1070
CTS	157	1.62	1000
what timing repair did:
item,4_1_cts,5_1_grt
pin swaps,7,1
endpoints found under the setup margin,29,12
gates resized,35,13
hold endpoints to repair,0,0
buffers inserted,2,1
final timing paths:
| path | startpoint | endpoint | slack, ns | cells past startpoint |
|---|---|---|---|---|
| worst max-delay path | PC[11] | instruction[21] | 0.07 | 6 |
| worst min-delay path | PC[10] | instruction[17] | 1.61 | 6 |
power by group:
| part | switching, W | internal [W] |
|---|---|---|
| sequential | 0 | 0 |
| combinational | 0.0000426 | 0.0000501 |
| clock | 0 | 0 |
cells by family (layout without fill, tap and decap cells):
family                   count (synthesis)  count (layout)  share of synthesized area
AND/OR/NAND/NOR                         30              30                      0.366
buffers and inverters                   19              62                      0.293
AND-OR/OR-AND                            9               9                      0.132
adder cells (fa/ha/maj)                  5               5                      0.134
multiplexers                             3               3                     0.0672
other                                    1               3                    0.00806
worst max-delay path: stages:
cell and delay (ns):
dlygate4sd2_1 0.24, nor2_2 0.17, nand3_4 0.15, buf_6 0.16, nor3_2 0.16, clkdlybuf4s50_1 0.49
No activity file was given, so power comes from the tool's default toggle rates.
