File: design/flow/constraint.sdc
current_design REG_Memory

set clk_period 10.1
set clk_io_pct 0.2

create_clock -name clk0 -period $clk_period [get_ports {clk}]

set non_clock_inputs [all_inputs -no_clocks]
set_input_delay [expr $clk_period * $clk_io_pct] -clock clk0 $non_clock_inputs
set_output_delay [expr $clk_period * $clk_io_pct] -clock clk0 [all_outputs]
File: design/flow/run.sh
#!/bin/bash
# OpenROAD 26Q1-2900-gdf79404cd8, Yosys 0.63+post, stock flow scripts
make -C /OpenROAD-flow-scripts/flow DESIGN_CONFIG=/design/flow/config.mk WORK_HOME=/design/flow/orfs finish
File: design/flow/design.v
module REG_Memory(
    input wire [4:0]reg_1,
    input wire [4:0]reg_2,
    input wire [4:0]write_reg,
    input wire [31:0]write_data,
	input wire clk,
    input wire reg_write,
    input wire reg_dst,
    output reg [31:0]read_data_1,
    output reg [31:0]read_data_2
);
    reg [31:0]reg_mem[31:0];
    integer i;
    initial begin
        for(i = 0; i < 32; i = i+1)begin
            reg_mem[i] = 0;
        end
		reg_mem[8] = 32'd5;
		reg_mem[9] = 32'd10;
		reg_mem[10] = 32'd20;
    end
    always@(reg_1 or reg_2)begin
        read_data_1 = reg_mem[reg_1];
        read_data_2 = reg_mem[reg_2];
    end
    always@(posedge clk)begin
        if(reg_write == 1)begin
            if((reg_dst == 1) && (write_reg != 0))begin
				reg_mem[write_reg] <= write_data;
            end
            else if (reg_2 != 0) begin
				reg_mem[reg_2] <= write_data;
            end
        end
    end
endmodule
File: design/flow/config.mk
export PLATFORM = sky130hd
export DESIGN_NAME = REG_Memory
export DESIGN_NICKNAME = REG_Memory
export VERILOG_FILES = /design/flow/design.v
export SDC_FILE = /design/flow/constraint.sdc
export NUM_CORES = 4
export LEC_CHECK = 1
export CORE_UTILIZATION = 50
==> flow_summary.json <==
{
  "chip_area_mm2": 0.0937,
  "edf_count": 1024,
  "clock-root-buffer": "clkbuf_16",
  "dp_cells": 3531,
  "setup_ws_ns": 2.58,
  "drt_iter0_drc": 1737,
  "row_count": 111,
  "ctsHtreeMaxLevel": 3,
  "worstPathRequired_ns": 8.08,
  "cts_setup_buffers": 0,
  "postSynthCellCount": 2228,
  "grt_pass1_wl_um": 204000,
  "dp_hpwl_um": 81400,
  "ir_worst_vdd_v": 0.000193,
  "slowest_stage": "nor4_1",
  "common_cells": "1,024 x edfxtp_1, 476 x mux4_2, 174 x o22ai_1, 72 x mux2i_1, 70 x clkbuf_1",
  "endpoint": "read_data_1[18]",
  "cts_buffers": 104,
  "antenna_found_initial": 0,
  "cts_tree": "done",
  "grt_max_degree": 98,
  "crit_path_frequent_cell": "clkdlybuf4s50_1",
  "yosysWarnings": 1,
  "synth_top_area_share_pct": 66.5,
  "critical_path_depth": 6,
  "end_kind": "output port",
  "drtAntennaViolNets": 0,
  "portBuffers": 113,
  "rsz0062_at_grt": "no",
  "post-route-min-period_ns": 7.52,
  "netlist_area_mm2": 0.0462,
  "clkTransAtPathRegs_ns": 0.06,
  "drc": 0,
  "cts.sinks": 1024,
  "status": "complete, no violations",
  "place_ws_ns": 2.69,
  "power_mw": 9.43,
  "ff_type": "edfxtp_1",
  "dr.pass1.iters": 5,
  "max_stage_delay_ns": 0.83,
  "path_delay_family": "buffers and inverters",
  "clockBufferDepth": 3,
  "initial_core_util_pct": 50.4,
  "crit_buf_inv": 3,
  "async_reset_ff_share_pct": 0,
  "power_density_mw_per_mm2": 178,
  "drt-total-wl_um": 142000,
  "synth_cell_types": 52,
  "maxSlewHeadroom_pct": 33.9,
  "p_leak_nw": 16.5,
  "max_freq_mhz": 133,
  "worstMarginPinSlew_ns": 0.989,
  "arrival_ns": 5.50,
  "area_growth_pct": 14.7,
  "largest_reg_flops": 1024,
  "hold_ws_ns": 2.16,
  "largestRegisters": "reg_mem x1024",
  "most_common_cell": "edfxtp_1",
  "avgSynthCellArea_um2": 20.7,
  "core_mm2": 0.0917,
  "crit_start": "reg_1[3]",
  "grt-ovfl-total": 0,
  "wl_per_cell_um": 38.1,
  "hold_viol": 0,
  "die_height_um": 306,
  "cp_max_fo": 21,
  "slew_viol_final": 0,
  "grt_pass1_vias": 29347,
  "die_w_um": 306,
  "vias_per_cell": 6.98,
  "hp-class": "in2reg",
  "ys_cells": 2228,
  "fin_tns_setup_ns": 0,
  "hold_buffers": 0,
  "top_register": "reg_mem",
  "criticalPathCategory": "in2out",
  "cts-resized-gates": 0,
  "drv_cap": 0,
  "track_usage_pct": 35.1,
  "ios": 114,
  "netlist_top_cells_area": "edfxtp_1 67%, mux4_2 23%, o22ai_1 2.4%",
  "worstPathCellList": "clkdlybuf4s50_1 > or3b_2 > buf_4 > o22ai_1 > nor4_1 > clkdlybuf4s50_1",
  "start_kind": "primary input",
  "yosysTopAreaCell": "edfxtp_1",
  "setup_viol": 0,
  "yosysChipArea_mm2": 0.0462,
  "finalClockPeriodUsage_pct": 74.4,
  "gp_congestion": 0.915,
  "warnings": 26,
  "fill_cells": 6485,
  "synth-seq-cells": 1024,
  "ys_seq_share_pct": 66.5,
  "num_vias": 25958,
  "layoutNonFillerInstCount": 3719,
  "layout-drive-gt1-share_pct": 32.9
}
## power breakdown
group / internal (mW) / switching, mW / total, mW
logic: 0.378 / 0.469 / 0.847
clock network: 2.22 / 1.57 / 3.79
registers: 4.76 / 0.0322 / 4.79
## through the flow
stage,utilization [%],area (µm²)
6_report,57.8,53000
5_1_grt,57.8,53000
4_1_cts,57.8,53000
3_5_place_dp,54.2,49700
3_3_place_gp,54.2,49700
2_1_floorplan,-,46300
## worst min path at each step
| stage | start | end | slack, ns | cells after the start |
|---|---|---|---|---|
| 6_report | write_data[19] | reg_mem[0][19] | 2.16 | 2 |
| 5_1_grt | write_data[19] | reg_mem[0][19] | 2.19 | 2 |
| 4_1_cts | write_data[19] | reg_mem[26][19] | 2.14 | 2 |
## metal layers
metal	routed length, µm	track usage (%)
met1	41200	42.6
met2	67100	49.4
met3	27200	28.4
met4	5710	10.8
met5	385	3.72
## cell usage in the layout (no fill, tap or decap), drive strengths merged, types with 5 or more instances in the layout
master,instances
a211oi,20
a21oi,10
a22oi,45
buf,156
bufinv,12
clkbuf,131
clkdlybuf4s50,109
clkinv,40
conb,32
edfxtp,1024
inv,8
mux2i,72
mux4,476
nand2,15
nand3,23
nand4,11
nor2,9
nor2b,5
nor3,28
nor4,39
o221ai,24
o22a,23
o22ai,174
or3,5
## layout make-up
type                            count  area [µm²]  area share [%]
Timing Repair Buffer              265        2350            4.44
Multi-Input combinational cell   1050       15100            28.4
Sequential cell                  1024       30700            58.0
Clock buffer                      131        2750            5.18
Antenna cell                        2        5.00         0.00944
Tap cell                         1186        1480            2.80
Inverter                            6        22.5          0.0425
Clock inverter                     55         573            1.08
## logic make-up (layout without fill, tap and decap cells)
kind of cell	count (synthesis)	after routing	share of synthesized area, %
buffers and inverters	185	457	1.96
AND/OR/NAND/NOR	151	151	1.84
flip-flops	1024	1024	66.5
AND-OR/OR-AND	318	318	4.90
multiplexers	549	549	24.8
other	1	34	0.00811
Power figures rest on the tool's default switching activity, not on a simulated workload.
